==> design/flow/run.sh <==
#!/bin/bash
# OpenROAD 26Q1-2900-gdf79404cd8, Yosys 0.63+post, stock flow scripts
make -C /OpenROAD-flow-scripts/flow DESIGN_CONFIG=/design/flow/config.mk WORK_HOME=/design/flow/orfs finish
==> design/flow/design.v <==
module BCD7Seg (dig_4bits,seg7);
input [3:0] dig_4bits;
output reg [7:0] seg7;
always@ (dig_4bits)
begin
	case(dig_4bits)
		4'b0000	:	seg7 = 8'b11000000;	 
		4'b0001 	:	seg7 = 8'b11111001;	 
		4'b0010	:	seg7 = 8'b10100100;	 
		4'b0011	:	seg7 = 8'b10110000;	 
		4'b0100	:	seg7 = 8'b10011001;   
		4'b0101	:	seg7 = 8'b10010010;	 
		4'b0110	:	seg7 = 8'b10000010;	 
		4'b0111	:	seg7 = 8'b11111000;	 
		4'b1000	:	seg7 = 8'b10000000;	 
		4'b1001	:	seg7 = 8'b10010000;	 
		4'b1010	:	seg7 = 8'b10001000;	 
		4'b1011	:	seg7 = 8'b10000011;	 
		4'b1100  :	seg7 = 8'b11000110;	 
		4'b1101	:	seg7 = 8'b10100001;	 
		4'b1110	:	seg7 = 8'b10000110;	 
		4'b1111	:	seg7 = 8'b10001110;	 
	endcase
end
endmodule
==> design/flow/constraint.sdc <==
current_design BCD7Seg

set clk_period 1.5
set clk_io_pct 0.2

create_clock -name clk0 -period $clk_period

set non_clock_inputs [all_inputs -no_clocks]
set_input_delay [expr $clk_period * $clk_io_pct] -clock clk0 $non_clock_inputs
set_output_delay [expr $clk_period * $clk_io_pct] -clock clk0 [all_outputs]
==> design/flow/config.mk <==
export PLATFORM = sky130hd
export DESIGN_NAME = BCD7Seg
export DESIGN_NICKNAME = BCD7Seg
export VERILOG_FILES = /design/flow/design.v
export SDC_FILE = /design/flow/constraint.sdc
export NUM_CORES = 4
export LEC_CHECK = 1
export CORE_AREA = 10 10 70 70
export DIE_AREA = 0 0 80 80
==> reports/metrics.csv <==
stage,metric,value,unit
run_status,outcome,"complete, but fails checks",
run_status,violated checks,setup timing,
placed_design,Placer Congestion,0.685,
layout,clock buffers,0,
worst_setup_path,Crit path arrival time,1.34,ns
worst_setup_path,crit path kind,in -> out,
synth,Cells after Synth,34,
flow_run,tool warnings,40,
die,row cnt,21,
routing,n_diodes,0,
worst_setup_path,CP cell instances,buf_8 -> inv_8 -> ha_4 -> and2b_2 -> or3b_1 -> o21ai_1 -> buf_2,
routing,DR WL met3,19,um
die,Chip Area,0.00640,mm^2
worst_setup_path,Critical Path Source Type,input port,
routing,first-pass iteration count of the detailed router,2,
power_and_ir_drop,Power Density,248,mW/mm^2
power_and_ir_drop,Leakage,0.285,nW
routing,via count,322,
final_timing,fin. max-slew vios,0,
flow_run,max_cap viols,0,
routing,uppermost layer routed,met3,
die,fp util,8.39,%
final_timing,TNS Setup,-0.327,ns
routing,Post-Route WL,957,um
die,total core area,0.00342,mm^2
layout,Layout fillers,377,
routing,DRC viols,0,
synth,most frequent cell after synthesis,ha_1,
routing,Metal-1 WL,365,um
grt,initial antenna violation count,0,
final_timing,final tally of setup violations,5,
routing,ANT nets after route,0,
final_timing,final period utilization,109,%
worst_setup_path,CP max-delay cell,or3b_1,
final_timing,"Hold Violations, Final",0,
synth,"top cells, area","ha_1 (31%), mux2i_1 (14%), mux4_1 (9.2%)",
synth,yosys cell count,34,
routing,WL per Instance,9.20,um
layout,Seq cells,0,
synth,Yosys top cell area share,30.6,%
synth,Post-Syn Area,287,um^2
die,I/O pins,12,
routing,WL met2,572,um
clocking,hold_buf cts,0,
final_timing,fin crit period,1.64,ns
die,die width,80,um
die,die span in y,80,um
power_and_ir_drop,Max VDD drop,0.0297,mV
worst_setup_path,WP data required,1.20,ns
synth,synthesized area per cell,8.43,um^2
worst_setup_path,Setup crit end kind,output port,
grt,pin count of the biggest net entering global routing,8,
placed_design,placed wire-length estimate,709,um
routing,DR iter-0 viols,14,
final_timing,Final WS setup,-0.135,ns
synth,Synth cell types,17,
grt,Overall Global Routing Usage,2.82,%
synth,Yosys top cell by area,ha_1,
placed_design,Place WS,-1.02,ns
routing,via density per instance,3.10,
hold_path,worst hold path class,in -> out,
grt,first-pass GRT wire length,1550,um
layout,Flop area,0,um^2
worst_setup_path,buffer-and-inverter tally for the worst setup path,3,
layout,fin area,624,um^2
placed_design,DP Area,520,um^2
layout,Area growth syn-to-layout,118,%
worst_setup_path,Crit Path Max Fanout,4,
grt,"Remaining Overflow, GRT",0,
worst_setup_path,critical path's largest stage delay,0.34,ns
final_timing,RSZ-0062 raised after global routing,true,
synth,Synth Warn #,1,
synth,top cells by count,"ha_1 (7), nor2_1 (5), mux2i_1 (4)",
synth,"Chip Area, Yosys",287,um^2
worst_setup_path,CP top delay family,simple AND/OR/NAND/NOR gates,
layout,area of the multi-input gates,309,um^2
layout,layout cells sized above 1,67.2,%
synth,Synth Seq Share,0,%
final_timing,Max Freq,611,MHz
grt,vias in the first global route,345,
placed_design,port buffer count,11,
tightest hold or removal path: stages:
cell,delay (ns)
buf_8,0.09
buf_6,0.11
a32o_1,0.16
buf_2,0.09
routing by layer:
layer | track usage (%) | up-vias
met5 | 0 | -
met4 | 0 | 0
met3 | 0 | 0
met2 | 6.10 | 5
met1 | 3.04 | 152
li1 | - | 165
metrics by stage:
| stage | util [%] | std cells | power [mW] | hold slack [ns] |
|---|---|---|---|---|
| 2_1_floorplan | - | 34 | 0.0504 | 0.700 |
| 3_3_place_gp | 15.2 | 100 | 0.129 | 1.70 |
| 3_5_place_dp | 15.2 | 100 | 0.129 | 1.69 |
| 4_1_cts | 18.1 | 103 | 0.150 | 1.06 |
| 5_1_grt | 18.3 | 104 | 0.169 | 1.08 |
| 6_report | 18.3 | 104 | 0.155 | 1.06 |
final timing paths:
path,start,to,cells after the start
worst max-delay path,dig_4bits[1],seg7[0],7
worst min-delay path,dig_4bits[1],seg7[1],4
layout make-up:
cell class / count / share of cell area (%)
multi-input cells: 28 / 49.5
well taps: 46 / 9.22
inverters: 3 / 3.81
repair buffers: 27 / 37.5
kinds of logic (layout without fill, tap and decap cells):
family | Yosys count | in the layout | synth area share (%)
mux | 6 | 6 | 27.1
simple gates | 8 | 8 | 14.0
fa+ha+maj | 7 | 7 | 30.6
buf+inv | 6 | 30 | 12.2
other cells | 1 | 1 | 1.31
compound gates | 6 | 6 | 14.8
cell usage in the layout, fill, tap and decap left out, drive strengths merged:
cell         count
dlygate4sd2      1
ha               7
a22o             2
inv              3
mux4             1
clkbuf           2
a32o             1
mux2i            4
a21oi            1
and2b            1
mux2             1
or3b             1
nor2             5
nand2            1
conb             1
o21ai            2
buf             24
where the power goes:
group,internal [mW],switching (mW)
sequential,0,0
combinational,0.0941,0.0605
clock,0,0
total,0.0941,0.0605
what timing repair did:
item	4_1_cts	5_1_grt
setup endpoints to repair	7	6
buffers inserted	3	1
resized	65	6
pin swaps	7	6
cloned	0	0
Power figures rest on the tool's default switching activity, not on a simulated workload.
