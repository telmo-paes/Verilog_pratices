[flow/design.v]
module contador_0a5(clk,clear,cont4bits,carry_out);
input clk;
input clear;
output reg[3:0] cont4bits;
output reg carry_out;
always @(posedge clk or posedge clear)
begin
	if(clear == 1'b1)begin
		cont4bits[3:0] = 4'b0000;
	end
	else begin
		if(cont4bits[3:0] < 4'b0101)begin
			cont4bits[3:0] = cont4bits[3:0] + 1;
			carry_out = 0;
		end
		else begin
			cont4bits[3:0] = 4'b0000;
			carry_out = 1;
		end
	end
end
endmodule
[flow/constraint.sdc]
current_design contador_0a5

set clk_period 2.1
set clk_io_pct 0.2

create_clock -name clk0 -period $clk_period [get_ports {clk}]

set non_clock_inputs [all_inputs -no_clocks]
set_input_delay [expr $clk_period * $clk_io_pct] -clock clk0 $non_clock_inputs
set_output_delay [expr $clk_period * $clk_io_pct] -clock clk0 [all_outputs]
[flow/config.mk]
export PLATFORM = sky130hd
export DESIGN_NAME = contador_0a5
export DESIGN_NICKNAME = contador_0a5
export VERILOG_FILES = /design/flow/design.v
export SDC_FILE = /design/flow/constraint.sdc
export NUM_CORES = 4
export LEC_CHECK = 1
export CORE_AREA = 10 10 70 70
export DIE_AREA = 0 0 80 80
[flow/run.sh]
#!/bin/bash
# OpenROAD 26Q1-2900-gdf79404cd8, Yosys 0.63+post, stock flow scripts
make -C /OpenROAD-flow-scripts/flow DESIGN_CONFIG=/design/flow/config.mk WORK_HOME=/design/flow/orfs finish
==> flow_metrics.env <==
# flow metrics
export IMPL_ys_area_um2=235
export IMPL_first_pass_iters=4
export IMPL_whs_ns=0.380
export IMPL_grt_overflow=0
export IMPL_hold_path_class="primary input to async pin"
export IMPL_slowest_delay_ns=0.53
export IMPL_finClkSkew_ns=0.000317
export IMPL_critPathBufInv=1
export IMPL_post_cts_buffers=0
export IMPL_slew_headroom_pct=86.4
export IMPL_cp_top_family="buffers and inverters"
export IMPL_fp_util_pct=6.89
export IMPL_worstRegToRegCells=4
export IMPL_worst_path_max_delay_cell="clkdlybuf4s50_1"
export IMPL_rows=21
export IMPL_drt_total_wl_um=571
export IMPL_synth_flops=5
export IMPL_cts_root_buffer="clkbuf_4"
export IMPL_die_h_um=80
export IMPL_yosys_warnings=1
export IMPL_clk_pin_slew_worst_paths_ns=0.04
export IMPL_design_core_area_um2=3420
export IMPL_ir_drop_v=0.000346
export IMPL_maxSlewViolCount=0
export IMPL_yosys_cells=19
export IMPL_grt_util_all_layers_pct=1.79
export IMPL_gp_congestion=0.698
export IMPL_vias_per_cell=2.21
export IMPL_r2r_start="cont4bits[0]"
export IMPL_ant_nets=0
export IMPL_power_density_nw_per_um2=583
export IMPL_p_leak_uw=0.000145
export IMPL_cp_max_fo=6
export IMPL_cts_hold_buffers=0
export IMPL_crit_type="flop to primary output"
export IMPL_cp_end_kind="primary output"
export IMPL_wl_per_cell_um=7.61
export IMPL_yosysUniqueCellTypes=13
export IMPL_fin_area_um2=379
export IMPL_netlist_area_um2=235
export IMPL_warning_count=26
export IMPL_vias=166
export IMPL_dieArea_um2=6400
export IMPL_period_used_pct=77.8
export IMPL_post_cts_resized=0
export IMPL_cts_inserted_buffers=3
export IMPL_cts_sinks=5
export IMPL_setup_viol=0
export IMPL_n_antenna_cell=0
export IMPL_area_leaders="dfrtp_1 43%, edfxtp_1 13%, ha_1 11%, nor2b_4 5.9%, nor3b_2 5.3%"
export IMPL_io_pins=7
export IMPL_fmax_ghz=0.612
export IMPL_placed_area_um2=353
export IMPL_fin_tns_setup_ns=0
export IMPL_drc=0
export IMPL_port_buffers=6
export IMPL_rsz0062_at_grt="false"
export IMPL_drive_above_1_share_pct=17.2
export IMPL_grt_pass1_wl_um=869
export IMPL_worstPathRequired_ns=1.68
export IMPL_tightest_slew_ns=0.204
export IMPL_cts_tree="built"
export IMPL_antenna_found_initial=0
export IMPL_clk_latency_ns=0.25
export IMPL_max_cap_violations=0
export IMPL_synth_area_leader_cell="dfrtp_1"
export IMPL_synth_area_per_cell_um2=12.4
export IMPL_synth_top_area_share_pct=42.6
export IMPL_syn_inst=19
export IMPL_startpoint="cont4bits[3]"
export IMPL_crit_arrival_ns=1.21
export IMPL_finalHoldViolCount=0
export IMPL_ys_seq_share_pct=55.3
export IMPL_htreeDepth=1
export IMPL_cts_buffer_depth=2
export IMPL_first_global_vias=179
export IMPL_die_x_um=80
export IMPL_area_delta_synth_final_pct=61.2
export IMPL_grt_start_max_net_pins=7
export IMPL_cp_num_cells=1
export IMPL_fin_crit_ns=1.63
export IMPL_power_uw=221
export IMPL_first_iter_violations=7
export IMPL_cp_start_kind="flop"
export IMPL_crit_chain="clkdlybuf4s50_1"
export IMPL_outcome="completed"
==> registers in the layout, indices dropped and copies added, names as in the netlist <==
| signal | count |
|---|---|
| cont4bits | 4 |
| carry_out | 1 |
==> metal layers <==
layer  track usage (%)  wire, µm
met1              2.96       386
met5                 0         0
met4             0.176         0
met2              1.61       131
met3              1.36        53
==> final cells by class <==
| type | instances | area, µm² |
|---|---|---|
| clock buffer | 4 | 26.3 |
| timing repair buffer | 6 | 60.1 |
| inverter | 3 | 11.3 |
| fill | 400 | 3040 |
| multi-input combinational | 11 | 93.8 |
| tap | 46 | 57.6 |
| sequential | 5 | 130 |
==> cell usage after synthesis (all sizes together) <==
library cell / count
a21oi: 1
dfrtp: 4
edfxtp: 1
ha: 2
inv: 3
nand2b: 1
nand3b: 1
nand4b: 1
nor2: 1
nor2b: 1
nor3: 1
nor3b: 1
or2: 1
==> per-stage QoR <==
step	utilization, %	setup WS (ns)	std cells
after floorplan	-	0.945	19
after global placement	10.3	0.741	71
after detailed placement	10.3	0.726	71
after CTS	11.1	0.458	75
after global routing	11.1	0.382	75
final	11.1	0.465	75
==> worst paths after layout <==
kind | endpoint | slack [ns]
setup / recovery | cont4bits[3] | 0.47
hold / removal | cont4bits[1] | 0.38
setup reg to reg | carry_out | 0.85
hold reg to reg | cont4bits[0] | 0.54
max in group asynchronous | cont4bits[3] | 1.55
min in group clk0 | cont4bits[0] | 0.54
==> power by group <==
part	leakage, µW	total (µW)	switching (µW)	internal [µW]
logic	0.0000641	5.22	2.22	3.00
registers	0.0000655	100	0.253	100
clock network	0.0000150	116	43.5	72.1
==> cell usage in the layout, fill, tap and decap left out <==
master / instances
inv_1: 3
a21oi_1: 1
or2_1: 1
nand3b_1: 1
clkdlybuf4s50_1: 6
nor2_1: 1
nand4b_1: 1
clkbuf_1: 1
nand2b_1: 1
ha_1: 2
nor2b_4: 1
edfxtp_1: 1
nor3_1: 1
clkbuf_4: 3
dfrtp_1: 4
nor3b_2: 1
==> logic make-up after synthesis <==
| logic type | after synthesis | synth area share [%] |
|---|---|---|
| compound gates | 1 | 2.13 |
| fa+ha+maj | 2 | 10.6 |
| buf+inv | 3 | 4.79 |
| flops | 5 | 55.3 |
| simple gates | 8 | 27.1 |
Power and IR drop assume default switching activity.
