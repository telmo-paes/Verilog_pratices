==> flow/design.v <==
module contador_0a9(clk,clear,cont4bits,carry_out,key_0,sw_0);
input clk;
input clear;
input key_0;
input sw_0;
output reg[3:0] cont4bits;
output reg carry_out;
always @(posedge clk or posedge clear)
begin
	if(clear == 1'b1)begin
		cont4bits[3:0] = 4'b0000;
	end
	else begin
		if(cont4bits[3:0] < 4'b1001)begin
			cont4bits[3:0] = cont4bits[3:0] + 1;
			carry_out = 0;
		end
		else begin
			cont4bits[3:0] = 4'b0000;
			carry_out = 1;
		end
	end
end
endmodule
==> flow/run.sh <==
#!/bin/bash
# OpenROAD 26Q1-2900-gdf79404cd8, Yosys 0.63+post, stock flow scripts
make -C /OpenROAD-flow-scripts/flow DESIGN_CONFIG=/design/flow/config.mk WORK_HOME=/design/flow/orfs finish
==> flow/config.mk <==
export PLATFORM = sky130hd
export DESIGN_NAME = contador_0a9
export DESIGN_NICKNAME = contador_0a9
export VERILOG_FILES = /design/flow/design.v
export SDC_FILE = /design/flow/constraint.sdc
export NUM_CORES = 4
export LEC_CHECK = 1
export CORE_AREA = 10 10 70 70
export DIE_AREA = 0 0 80 80
==> flow/constraint.sdc <==
current_design contador_0a9

set clk_period 1.9
set clk_io_pct 0.2

create_clock -name clk0 -period $clk_period [get_ports {clk}]

set non_clock_inputs [all_inputs -no_clocks]
set_input_delay [expr $clk_period * $clk_io_pct] -clock clk0 $non_clock_inputs
set_output_delay [expr $clk_period * $clk_io_pct] -clock clk0 [all_outputs]
==> results.ini <==
[route]
avgViaCountPerCell = 2.21
first_pass_iters = 2
post_drt_wl_per_cell_um = 6.68
initialDrtViolationCount = 18
ant_nets = 0
n_antenna_cell = 0
drc_errors = 0
routed_wl_um = 501
vias = 166

[critical_path]
cp.buffers_inverters = 1
start_kind = flip-flop
rr_worst_depth = 4
critical-path-slowest-cell = clkdlybuf4s50_1
worstPathArrival_ps = 1190
cpLargestDelayFamily = buffers and inverters
reg2reg_from = cont4bits[0]
startpoint = cont4bits[3]
crit_path_end_kind = output port
reg2reg_to = carry_out
worstPathCellList = clkdlybuf4s50_1
worstSetupPathType = flip-flop to output port
slowest_delay_ps = 510
path_max_fanout = 7
r2r_slack_ps = 750
crit_required_ps = 1520

[finish]
drive_gt1_share_pct = 10.3
lay_top_count = clkdlybuf4s50_1
fillers = 397
seq_area_um2 = 130
areaGrowthSynthToFinish_pct = 62.2
mi_logic_area_um2 = 90.1
fin_cells = 75
most-common-layout-cells = clkdlybuf4s50_1 (6), dfrtp_1 (4), inv_1 (3), clkbuf_4 (3)

[placed_design]
dp_hpwl_um = 412
gp_congestion = 0.691
placed_cells = 71
io_buffers = 6

[synth]
yosys_warnings = 1
ys_types = 12
ys_sh_aoi_pct = 13.5
avgSynthCellArea_um2 = 12.2
area_leaders = dfrtp_1 (43%), edfxtp_1 (13%), ha_1 (11%)
ys_sh_simple_pct = 10.8
synthesis.area_um2 = 231
top_area_share_pct = 43.2
top_logic_kind = AND-OR/OR-AND gates
postSynthSeqShare_pct = 56.2
ys_sh_adder_pct = 10.8
synth_stat.cells = 19
synth-xor-area-share_pct = 3.78
ys_area_um2 = 231
synth_flops = 5
muxShareOfSynthArea_pct = 0
synth_area_leader_cell = dfrtp_1
syn-instance-count = 19

[clock_network]
tritoncts = built
cts_max_path_buffers = 2
cts_root_buffer = clkbuf_4
ctsHoldBuffers = 0
cts.sinks = 5
cts_resized = 0
clk_latency_ps = 240
cts.reportedPaths.clkPinSlew_ps = 40
cts_setup_buffers = 0
htreeDepth = 1
cts-buffers-inserted = 3

[sta]
setup-tns-final_ps = 0
drv_slew = 0
setup_viol_count_final = 0
relSlewSlack_pct = 86.4
hold_slack_ps = 341
rsz0062_at_grt = false
layout_min_cycle_time_ps = 1570
max_freq_ghz = 0.636
skew_ps = 1.99
tightest_slew_ps = 204
finalClockPeriodUsage_pct = 82.8
hold_viol = 0

[flow_run]
cap_violations = 0
warnings = 28

[power]
power.leakage_nw = 0.143
ir_drop_mv = 0.114
p_per_area_nw_per_um2 = 634

[die]
die_h_um = 80
dieWidth_um = 80
chipArea_um2 = 6400
fp_util_pct = 6.78
core_um2 = 3420
ios = 9
row_count = 21

[global_route]
grt_max_degree = 8
antenna_found_initial = 0
track_usage_pct = 1.81
grt-ovfl-total = 0
grt_pass1_wl_um = 814
grt_pass1_vias = 177

[worst_hold_path]
hp-class = input port to async pin

[outcome]
status = completed

[cells in the mapped netlist]
cell type / n
inv_1: 3
edfxtp_1: 1
nand2b_1: 1
a21oi_1: 1
dfrtp_1: 4
and2_1: 1
a21boi_1: 1
o2bb2ai_1: 1
a32o_1: 1
nor2b_1: 2
xnor2_1: 1
ha_1: 2
[layer usage]
| metal | vias up | part of all wire (%) | routed length (um) | track usage (%) |
|---|---|---|---|---|
| li1 | 85 | - | - | - |
| met1 | 70 | 41 | 206 | 1.74 |
| met2 | 11 | 25 | 127 | 1.52 |
| met3 | 0 | 33 | 167 | 3.52 |
| met4 | 0 | 0 | 0 | 0.352 |
| met5 | - | 0 | 0 | 0 |
[kinds of logic (layout without fill, tap and decap cells)]
group / Yosys count / count (layout)
AND-OR/OR-AND: 4 / 4
buffers and inverters: 3 / 13
AND/OR/NAND/NOR: 4 / 4
adder cells (fa/ha/maj): 2 / 2
flip-flops: 5 / 5
XOR/XNOR: 1 / 1
[cell type report]
type | count | share of cell area [%]
Multi-Input combinational cell | 11 | 24.0
Tap cell | 46 | 15.3
Sequential cell | 5 | 34.7
Timing Repair Buffer | 6 | 16.0
Inverter | 3 | 3.00
Clock buffer | 4 | 7.00
[worst max path at each step]
stage	slack, ps	to	depth (start not counted)
5_1_grt	260	cont4bits[3]	1
4_1_cts	320	cont4bits[3]	1
6_report	330	cont4bits[3]	1
[stage by stage]
step                area [um^2]  util [%]  power [W]  setup WS, ps
CTS                         375      11.0   0.000242           316
global route                375      11.0   0.000253           262
global placement            349      10.2   0.000117           602
finish                      375      11.0   0.000238           327
detailed placement          349      10.2   0.000117           581
floorplan                   231         -   0.000114           846
[state kept, by name, summed over array words and instances (netlist names)]
signal     flops
cont4bits      4
carry_out      1
[power by group]
group          leakage (nW)  switching, W  internal [W]   total (W)
sequential           0.0623  0.0000000809      0.000110    0.000110
combinational        0.0661    0.00000228    0.00000261  0.00000490
clock                0.0150     0.0000433     0.0000794    0.000123
Power figures rest on the tool's default switching activity, not on a simulated workload.
